<file path="/design/flow/run.sh">
#!/bin/bash
# OpenROAD 26Q1-2900-gdf79404cd8, Yosys 0.63+post, stock flow scripts
make -C /OpenROAD-flow-scripts/flow DESIGN_CONFIG=/design/flow/config.mk WORK_HOME=/design/flow/orfs finish
</file>
<file path="/design/flow/config.mk">
export PLATFORM = sky130hd
export DESIGN_NAME = lab7
export DESIGN_NICKNAME = lab7
export VERILOG_FILES = /design/flow/design.v
export SDC_FILE = /design/flow/constraint.sdc
export NUM_CORES = 4
export LEC_CHECK = 1
export CORE_UTILIZATION = 40
</file>
<file path="/design/flow/constraint.sdc">
current_design lab7

set clk_period 3.1
set clk_io_pct 0.2

create_clock -name clk0 -period $clk_period [get_ports {clk}]

set non_clock_inputs [all_inputs -no_clocks]
set_input_delay [expr $clk_period * $clk_io_pct] -clock clk0 $non_clock_inputs
set_output_delay [expr $clk_period * $clk_io_pct] -clock clk0 [all_outputs]
</file>
<file path="/design/flow/design.v">
module lab7(X,Y,z,clk,reset);
input [15:0]X;
input [15:0]Y;
reg [15:0]x;
reg [15:0]y;
reg [4:0]i;
output reg [47:0]z;
reg [11:0]Z;
input clk,reset;
reg [9:0]x1,x2,x3,x4,y1,y2,y3,y4,y5,y6,y7;
reg rx11,rx12,rx13,rx14,rx15,rx16,rx17;
reg rx21,rx22,rx23,rx24,rx25,rx26,rx27;
reg rx31,rx32,rx33,rx34,rx35,rx36,rx37;
reg rx41,rx42,rx43,rx44,rx45,rx46,rx47;
reg ry11,ry12,ry13,ry14,ry15,ry16,ry17;
reg ry21,ry22,ry23,ry24,ry25,ry26,ry27;
reg ry31,ry32,ry33,ry34,ry35,ry36,ry37;
reg ry41,ry42,ry43,ry44,ry45,ry46,ry47;
reg [2:0]o_z47,o_z37,o_z27,o_z17;
reg [2:0]o_z46,o_z36,o_z26,o_z16;
reg [2:0]o_z45,o_z35,o_z25,o_z15;
reg [2:0]o_z44,o_z34,o_z24,o_z14;
reg [2:0]o_z43,o_z33,o_z23,o_z13;
reg [2:0]o_z42,o_z32,o_z22,o_z12;
reg [2:0]z11,z12,z13,z14,z15,z16,z17;
reg [2:0]z21,z22,z23,z24,z25,z26,z27;
reg [2:0]z31,z32,z33,z34,z35,z36,z37;
reg [2:0]z41,z42,z43,z44,z45,z46,z47;
task c;
input x,y;
input [2:0]z;
output reg xx,yy;
output [2:0]zz;
	xx = x;
	yy = y;
	zz = z + (x*y);
endtask
always@(posedge clk)
begin
	if(reset)
	begin
		x <= X;
		y <= Y;
		i <= 0;
		z<=0;
		x1 <= {1'b0,1'b0,1'b0,x[3],1'b0,x[2],1'b0,x[1],1'b0,x[0]};
		x2 <= {1'b0,1'b0,x[7],1'b0,x[6],1'b0,x[5],1'b0,x[4],1'b0};
		x3 <= {1'b0,x[11],1'b0,x[10],1'b0,x[9],1'b0,x[8],1'b0,1'b0};
		x4 <= {x[15],1'b0,x[14],1'b0,x[13],1'b0,x[12],1'b0,1'b0,1'b0};
		y1 <= {1'b0,1'b0,1'b0,y[12],1'b0,1'b0,1'b0,1'b0,1'b0,1'b0};
		y2 <= {1'b0,1'b0,y[13],1'b0,y[8],1'b0,1'b0,1'b0,1'b0,1'b0};
		y3 <= {1'b0,y[14],1'b0,y[9],1'b0,y[4],1'b0,1'b0,1'b0,1'b0};
		y4 <= {y[15],1'b0,y[10],1'b0,y[5],1'b0,y[0],1'b0,1'b0,1'b0};
		y5 <= {1'b0,y[11],1'b0,y[6],1'b0,y[1],1'b0,1'b0,1'b0,1'b0};
		y6 <= {1'b0,1'b0,y[7],1'b0,y[2],1'b0,1'b0,1'b0,1'b0,1'b0};
		y7 <= {1'b0,1'b0,1'b0,y[3],1'b0,1'b0,1'b0,1'b0,1'b0,1'b0};
	end
	else
	begin
		c(rx46,ry37,0,rx47,ry47,z47);			 
		c(rx36,ry27,0,rx37,ry37,z37);			 
		c(rx26,ry17,0,rx27,ry27,z27);			 
		c(rx16,y7[0],0,rx17,ry17,z17);			 
		c(rx45,ry36,o_z47,rx46,ry46,z46);		 
		c(rx35,ry26,o_z37,rx36,ry36,z36);		 
		c(rx25,ry16,o_z27,rx26,ry26,z26);		 
		c(rx15,y6[0],o_z17,rx16,ry16,z16);		 
		o_z47=z47;
		o_z37=z37;
		o_z27=z27;
		o_z17=z17;
		c(rx44,ry35,o_z46,rx45,ry45,z45);		 
		c(rx34,ry25,o_z36,rx35,ry35,z35);		 
		c(rx24,ry15,o_z26,rx25,ry25,z25);		 
		c(rx14,y5[0],o_z16,rx15,ry15,z15);		 
		o_z46=z46;
		o_z36=z36;
		o_z26=z26;
		o_z16=z16;
		c(rx43,ry34,o_z45,rx44,ry44,z44);		 
		c(rx33,ry24,o_z35,rx34,ry34,z34);		 
		c(rx23,ry14,o_z25,rx24,ry24,z24);		 
		c(rx13,y4[0],o_z15,rx14,ry14,z14);		 
		o_z45=z45;
		o_z35=z35;
		o_z25=z25;
		o_z15=z15;
		c(rx42,ry33,o_z44,rx43,ry43,z43);		 
		c(rx32,ry23,o_z34,rx33,ry33,z33);		 
		c(rx22,ry13,o_z24,rx23,ry23,z23);		 
		c(rx12,y3[0],o_z14,rx13,ry13,z13);		 
		o_z44=z44;
		o_z34=z34;
		o_z24=z24;
		o_z14=z14;
		c(rx41,ry32,o_z43,rx42,ry42,z42);		 
		c(rx31,ry22,o_z33,rx32,ry32,z32);		 
		c(rx21,ry12,o_z23,rx22,ry22,z22);		 
		c(rx11,y2[0],o_z13,rx12,ry12,z12);		 
		o_z43=z43;
		o_z33=z33;
		o_z23=z23;
		o_z13=z13;
		c(x4[0],ry31,o_z42,rx41,ry41,z41);		 
		c(x3[0],ry21,o_z32,rx31,ry31,z31);		 
		c(x2[0],ry11,o_z22,rx21,ry21,z21);		 
		c(x1[0],y1[0],o_z12,rx11,ry11,z11);		 
		o_z42=z42;
		o_z32=z32;
		o_z22=z22;
		o_z12=z12;
		x1 <= x1>>1;
		x2 <= x2>>1;
		x3 <= x3>>1;
		x4 <= x4>>1;
		y1 <= y1>>1;
		y2 <= y2>>1;
		y3 <= y3>>1;
		y4 <= y4>>1;
		y5 <= y5>>1;
		y6 <= y6>>1;
		y7 <= y7>>1;
		Z <= {z11,z21,z31,z41};
		if(i<18)
		begin
			case(i+1)
				5'd8 :z[2:0] = Z[11:9];
				5'd9 :z[14:12] = Z[8:6];
				5'd10:begin	z[5:3] = Z[11:9]; z[26:24] = Z[5:3];	end
				5'd11:begin	z[17:15] = Z[8:6]; z[38:36] = Z[2:0];	end
				5'd12:begin	z[8:6] = Z[11:9]; z[29:27] = Z[5:3];	end
				5'd13:begin	z[20:18] = Z[8:6]; z[41:39] = Z[2:0];	end
				5'd14:begin	z[11:9] = Z[11:9]; z[32:30] = Z[5:3];	end
				5'd15:begin	z[23:21] = Z[8:6]; z[44:42] = Z[2:0];	end
				5'd16:z[35:33] = Z[5:3];
				5'd17:z[47:45] = Z[2:0];
			endcase
		end
		i = i + 1;
	end
end
endmodule
</file>
==> deck_impl_summary.md <==
Run Summary

Status
  – Status: finished clean

Synth
  – Synth mux share: 7.07%
  – Post-Synth AOI/OAI Area: roughly 1.3%
  – Simple-Gate Fraction of Synth Area: 10.1%
  – Yosys warns: 1
  – Seq share, synth: 72.8%
  – Yosys stat area: 10100 µm²
  – Gate Count Post-Synth: about 660
  – Yosys xor share: 1.47%
  – Mapped Area: 10100 µm²
  – Top logic family: simple AND/OR/NAND/NOR gates
  – Flops after synth: 294
  – Adders+Majority by Area: 6.05%
  – Synthesized area per cell: 15.4 µm²
  – Synth cell types: 31
  – Yosys stat cell total: 656

Power and ir drop
  – Max VDD drop: 0.505 mV
  – Switching power of the nets: ~1.6 mW
  – Comb power frac: 3.4%
  – Reg power frac: between 50 and 60%
  – Static leakage: 4.88 nW
  – Post-route total power: 7.97 mW
  – Sw Ratio: between 10% and 20%
  – Clock power frac: 41.6%
  – Pint: ~6.4 mW
  – PwrDens: between 600 and 700 nW/µm²

Place
  – Port bufs: between 80 and 90
  – DP HPWL: 8850 µm
  – GP Congestion: 0.782

Timing
  – Number of setup violations in the final report: 0
  – Setup TNS: 0 ns
  – Measured slew at the worst slew-check pin: about 0.53 ns
  – Slew Viols, Final: 0
  – FMAX: 491 MHz
  – Worst Clk Skew: ~0.0073 ns
  – Final hold viol count: 0
  – RSZ-0062 raised after global routing: no
  – Worst slew margin: 64.9%
  – Period minus WS final: just over 2 ns
  – Period Utilization, post-route: between 60% and 70%

GRT
  – Pin count of the biggest net entering global routing: 57
  – Initial antenna violation count: 0
  – First-pass GRT wire length: 23800 µm
  – Vias in the first global route: 4934
  – Gr ovfl total: 0
  – Gr usage total: a little under an eighth

Flow run
  – Max-capacitance violation count: 0
  – Tool warnings: 29

Layout
  – P&R area growth vs syn: 20.9%
  – Layout cell share with drive strength beyond 1: 8.12%
  – Filler cells: 2023
  – Finished Core Util: 49.8%

Route
  – Drt total wl: ~14000 µm
  – DRC Markers: 0
  – # diodes: 0
  – Routed Antenna Nets: 0
  – Vias: between 4k and 5k
  – Detail-routed via count per cell: about 4.5
  – WL/cell: 12.7 µm
  – Initial DRT Pass Iterations: 6
  – DRT iter0 DRCs: 258

Critical path
  – Required time of the worst setup path: 3.56 ns
  – Worst setup path category: reg -> reg
  – CP cell instances: ha_1, and2_1, a21oi_2, o32a_4, nor2_4, mux2i_1
  – Startpoint Class: flip-flop
  – Buf/Inv on CP: 0
  – CP arrival: about 2.5 ns
  – CP max-delay cell: dfxtp_1
  – Critical-path maximum fanout: 7
  – Cell family with most CP delay: simple AND/OR/NAND/NOR gates
  – Crit-path max cell delay: 0.45 ns
  – Crit. End Element: flip-flop

Clock tree
  – Worst skew pair latency: between 0.5 and 0.6 ns
  – Root Buffer: clkbuf_16
  – H-Tree Depth: 1
  – Clock Path Buffers: 3
  – CTS buffer count: 29
  – Clock-pin slew on the worst setup and hold paths: ~0.06 ns
  – # Post-CTS Setup Buffers: 0
  – TritonCTS clock tree: done
  – Hold buffers post-CTS: 0
  – Clk sinks: 294
  – CTS resizes: 0

Floorplanning
  – Die height: 161 µm
  – FP Rows: around 57
  – Init Core Util: 41.2%
  – Core area: 24600 µm²
  – I/O pins: 82
  – Full die area: around 26000 µm²
  – Die width: 161 µm

Worst hold path
  – Hold Path Class: reg -> reg
==> power by group through the flow <==
stage | sequential (mW) | clock [mW] | combinational [mW]
after global routing | 4.40 | 3.59 | 0.311
final | 4.38 | 3.32 | 0.274
after CTS | 4.38 | 3.42 | 0.282
==> layout make-up <==
class / count / area, µm² / area share, %
multi-input combinational: 334 / 2640 / 21.5
inverter: 7 / 31.3 / 0.255
clock inverter: 8 / 80.1 / 0.654
clock buffer: 46 / 841 / 6.86
sequential: 294 / 7380 / 60.2
timing repair buffer: 87 / 878 / 7.17
tap: 324 / 405 / 3.31
==> cells in the final DEF (no fill, tap or decap), types with 4 or more instances in the layout <==
cell type	n
inv_1	5
xor2_1	16
edfxtp_1	149
clkinv_2	4
clkbuf_16	29
nand2_1	70
dfxtp_1	145
mux2i_1	48
and2_1	43
buf_4	5
clkbuf_8	5
clkbuf_1	11
clkdlybuf4s50_1	80
nor2b_1	61
ha_1	49
mux2_1	21
nor2_1	4
==> metrics by stage <==
stage                     cell area (µm²)  setup WS, ns  hold slack [ns]  cells
after detailed placement            11300          1.07            0.406   1046
final                               12300          1.06            0.419   1100
after CTS                           12300          1.05            0.420   1100
after global placement              11300          1.12            0.412   1046
after global routing                12300         0.935            0.427   1100
after floorplan                     10100         0.183            0.400    656
==> state kept, by name (all words and copies together) (netlist names), 5 cells and up <==
name / count
y3: 9
y6: 8
y: 16
y4: 10
x: 16
y5: 9
x2: 8
Z: 12
y2: 8
x1: 7
x3: 9
y1: 7
x4: 10
z: 48
i: 5
y7: 7
==> logic make-up after synthesis <==
family,count (synthesis)
flip-flops,294
AND-OR/OR-AND,11
AND/OR/NAND/NOR,188
XOR/XNOR,17
multiplexers,69
buffers and inverters,28
adder cells (fa/ha/maj),49
==> synth_stat cells <==
cell type | count | area (µm²)
xnor2_1 | 1 | 8.76
nor2b_1 | 61 | 382
o2bb2ai_4 | 1 | 27.5
nand3_4 | 2 | 35.0
edfxtp_1 | 149 | 4470
buf_6 | 1 | 11.3
and2_1 | 43 | 269
a21oi_1 | 2 | 10.0
nor2_1 | 4 | 15.0
buf_2 | 5 | 25.0
a211oi_2 | 2 | 25.0
inv_1 | 5 | 18.8
nor2_4 | 2 | 22.5
inv_2 | 2 | 7.51
o32a_4 | 1 | 22.5
a21oi_4 | 1 | 16.3
nand3_2 | 2 | 20.0
xor2_1 | 16 | 140
nand2_1 | 70 | 263
nand2b_1 | 2 | 12.5
o31ai_1 | 1 | 7.51
a21o_1 | 1 | 7.51
o21ai_1 | 1 | 5.00
mux2_1 | 21 | 236
a21oi_2 | 1 | 8.76
mux2i_1 | 48 | 480
nor3_1 | 1 | 5.00
clkbuf_1 | 15 | 56.3
dfxtp_1 | 145 | 2900
nand3_1 | 1 | 5.00
ha_1 | 49 | 613
==> worst paths after layout <==
check                         from                  to  slack, ns  cells past startpoint
setup / recovery   i[0]$_SDFF_PP0_  z[46]$_SDFFE_PP0P_       1.06                      6
hold reg to reg   y7[0]$_SDFF_PP0_      ry17$_DFFE_PN_       0.42                      0
setup reg to reg   i[0]$_SDFF_PP0_  z[46]$_SDFFE_PP0P_       1.06                      6
hold / removal    y7[0]$_SDFF_PP0_      ry17$_DFFE_PN_       0.42                      0
==> layer usage <==
layer	wire length, µm	up-vias	global-route usage [%]
met4	345	0	2.96
li1	-	2462	-
met3	678	30	2.33
met5	0	-	0
met1	6710	2361	19.4
met2	6220	102	17.5
Power is estimated from default activity; no workload was simulated.
