$ cat design.v
module lab8(x,y,z,clk,reset);
input [3:0]x,y;			 
input clk,reset;
output reg [7:0]z;
reg [6:0]M0,M1,M2,M3;
reg count;
reg [6:0]carry1,carry2;
reg [6:0]sum1,sum2;
always@(posedge clk)
begin
	if(reset)
	begin
		M0<={1'b0,1'b0,1'b0,(x[3]&y[0]),(x[2]&y[0]),(x[1]&y[0]),(x[0]&y[0])};
		M1<={1'b0,1'b0,(x[3]&y[1]),(x[2]&y[1]),(x[1]&y[1]),(x[0]&y[1]),1'b0};
		M2<={1'b0,(x[3]&y[2]),(x[2]&y[2]),(x[1]&y[2]),(x[0]&y[2]),1'b0,1'b0};
		M3<={(x[3]&y[3]),(x[2]&y[3]),(x[1]&y[3]),(x[0]&y[3]),1'b0,1'b0,1'b0};
		carry1<=0;
		sum1<=0;
		carry2<=0;
		sum2<=0;
		z<=0;
		count<=0;
	end
	else
	begin
		if(count ==0)
		begin
		fulladder(M0[0],M1[0],M2[0],carry1[0],sum1[0]);
		fulladder(M0[1],M1[1],M2[1],carry1[1],sum1[1]);
		fulladder(M0[2],M1[2],M2[2],carry1[2],sum1[2]);
		fulladder(M0[3],M1[3],M2[3],carry1[3],sum1[3]);
		fulladder(M0[4],M1[4],M2[4],carry1[4],sum1[4]);
		fulladder(M0[5],M1[5],M2[5],carry1[5],sum1[5]);
		fulladder(M0[6],M1[6],M2[6],carry1[6],sum1[6]);
		carry1 = carry1<<1;
		count<=1;
		end
		else if(count ==1)
		begin
		fulladder(carry1[0],sum1[0],M3[0],carry2[0],sum2[0]);
		fulladder(carry1[1],sum1[1],M3[1],carry2[1],sum2[1]);
		fulladder(carry1[2],sum1[2],M3[2],carry2[2],sum2[2]);
		fulladder(carry1[3],sum1[3],M3[3],carry2[3],sum2[3]);
		fulladder(carry1[4],sum1[4],M3[4],carry2[4],sum2[4]);
		fulladder(carry1[5],sum1[5],M3[5],carry2[5],sum2[5]);
		fulladder(carry1[6],sum1[6],M3[6],carry2[6],sum2[6]);
		carry2 = carry2<<1;
		z = sum2 + carry2;
		count<=0;
		end
	end
end
task fulladder;
input x,y,z;
output reg c,s;
 {c,s} = x + y + z;
endtask
endmodule
$ cat run.sh
#!/bin/bash
# OpenROAD 26Q1-2900-gdf79404cd8, Yosys 0.63+post, stock flow scripts
make -C /OpenROAD-flow-scripts/flow DESIGN_CONFIG=/design/flow/config.mk WORK_HOME=/design/flow/orfs finish
$ cat config.mk
export PLATFORM = sky130hd
export DESIGN_NAME = lab8
export DESIGN_NICKNAME = lab8
export VERILOG_FILES = /design/flow/design.v
export SDC_FILE = /design/flow/constraint.sdc
export NUM_CORES = 4
export LEC_CHECK = 1
export CORE_AREA = 10 10 113 113
export DIE_AREA = 0 0 123 123
$ cat constraint.sdc
current_design lab8

set clk_period 2.3
set clk_io_pct 0.2

create_clock -name clk0 -period $clk_period [get_ports {clk}]

set non_clock_inputs [all_inputs -no_clocks]
set_input_delay [expr $clk_period * $clk_io_pct] -clock clk0 $non_clock_inputs
set_output_delay [expr $clk_period * $clk_io_pct] -clock clk0 [all_outputs]
==> out/qor.yml <==
grt_overflow: 0
cts-root-buf: "clkbuf_8"
dieHeight_um: 123
via_count_of_the_first_global_routing_pass: 902
initial_utilization_pct: 14.45
wl_per_cell_um: 9.301
rr_startpoint: "M3[3]"
clock_path_buffers: 2
timing_worst_setup_path_type: "flop to flop"
synth_flop_count: 35
gp_congestion: 0.7557
dpl_worst_slack_ns: 0.2381
drv_slew: 0
areaGrowthSynthToFinish_pct: 29.95
static-leakage-power_uw: 0.0007251
fraction_of_final_layout_cells_with_drive_strength_greater_than_1_pct: 8.571
achievable-frequency_ghz: 0.4855
port_buffers: 17
drt_first_pass_iters: 4
io_pins: 18
finalHoldViolations: 0
antennaDiodeCount: 0
global_route.usage.total_pct: 3.450
netlist_instances: 116
cts-buffers-inserted: 5
initial_antenna_violation_count: 0
die_area_sq_mm: 0.01513
grt_start_max_net_pins: 25
min_from: "z[0]"
die-width_um: 123
tightest_slew_ns: 0.5116
end_kind: "flop"
post-route-drc-count: 0
final.min_clock_period_ns: 2.060
hold_class: "flop to flop"
slew_headroom_pct: 65.85
peakVddDrop_uv: 280.9
hold_ws_ns: 0.4652
timing.reg2reg.setup_slack_ns: 0.24
yosys_cells: 116
multi_input_comb_area_sq_um: 598.1
synthTopCellsByArea: "edfxtp_1 32%, dfxtp_1 26%, fa_1 8.1%, mux2i_1 7.4%, and2_1 6.7%"
layout.cells.most_common: "dfxtp_1"
start_kind: "flop"
clkSlewWorstSetupHoldPaths_ns: 0.07
final_critical_path_setup_slack_ns: 0.2404
insertion_delay_late_pin_ns: 0.28
detailedRoute.firstIterationViolations: 28
pwr_density_cell_mw_per_mm2: 769.5
design_power_total_uw: 1491
cts_setup_buffers: 0
hold-path-endpoint: "z[0]"
layout_top_cells: "19 x dfxtp_1, 17 x clkdlybuf4s50_1, 16 x edfxtp_1, 16 x and2_1, 14 x nor2_1"
stdcell_area_sq_mm: 0.001938
status: "finished, final reports clean"
count_of_cells_along_the_worst_register_to_register_path: 6
hold_path_depth: 2
rr_endpoint: "z[7]"
detail_route.wirelength_um: 2567
place_area_sq_mm: 0.001826
fin_crit_sh_pct: 89.55
dpl.hpwl_um: 2030
cts-hold-fix-buffers: 0
finalSetupViolations: 0
yosysTopAreaCellShare_pct: 32.21
log.warning_count: 25
antenna_left: 0
cts.sinks: 35
worstPathRequired_ns: 2.44
top_area_cell: "edfxtp_1"
wire_length_of_the_first_global_routing_pass_um: 4291
seq_area_sq_um: 860.8
final.fill_count: 1105
yosys.stat.seqShare_pct: 57.72
unrepaired_setup_endpoints_after_global_routing: "no"
h-tree-depth: 2
vias_per_cell: 3.145
synth-warning-count: 1
netlist-cell-type-count: 20
yosysChipArea_sq_mm: 0.001491
synthesis.area_per_instance_sq_um: 12.86
worst_clock_skew_ns: 0.003867
vias_after_detailed_routing: 868
timing.setup.tns_ns: 0
placeableCoreArea_sq_mm: 0.01032
post_cts.resized_instances: 0
worstPathMaxFanout: 2
floorplan.rows: 37
cts_tree: "done"
timing.max_cap.violations: 0
synth_area_sq_mm: 0.001491
crit_arrival_ns: 2.20
## logic make-up after synthesis
logic type               Yosys count  share of synthesized area [%]
XOR/XNOR                           1                         0.5874
adder cells (fa/ha/maj)           13                          13.93
AND-OR/OR-AND                     12                          5.369
AND/OR/NAND/NOR                   39                          12.84
flip-flops                        35                          57.72
buffers and inverters              5                          2.181
multiplexers                      11                          7.383
## sequential cells by signal, indices dropped and copies added, names as in the netlist
| register | cells |
|---|---|
| M1 | 4 |
| M0 | 4 |
| M2 | 4 |
| sum1 | 6 |
| carry1 | 4 |
| z | 8 |
| M3 | 4 |
| count | 1 |
## routing by layer
metal / global-route usage [%] / vias to the layer above / routed length, um
li1: - / 445 / -
met1: 5.374 / 392 / 1423
met2: 4.585 / 26 / 951
met3: 1.064 / 5 / 131
met4: 0.7278 / 0 / 61
met5: 0 / - / 0
## cell type report
class / count / share of cell area [%]
clock buffers: 5 / 3.551
clock inverters: 3 / 2.260
inverters: 1 / 0.1937
multi-input cells: 76 / 30.86
flip-flops and latches: 35 / 44.42
well taps: 136 / 8.780
repair buffers: 20 / 9.942
## worst max-delay path, cell delays in order (launching register included)
cell	delay [ns]
edfxtp_1	0.40
fa_1	0.48
ha_1	0.22
fa_1	0.41
a21o_1	0.19
a21oi_1	0.14
a211oi_1	0.08
## stage by stage
stage                     std cells  utilization [%]
after detailed placement        268            17.68
after CTS                       276            18.77
final                           276            18.77
after floorplan                 116                -
after global routing            276            18.77
after global placement          268            17.68
## worst max path at each step
stage      from   end  slack [ns]  depth (start not counted)
4_1_cts   M3[3]  z[7]        0.23                          6
5_1_grt   M3[3]  z[7]        0.12                          6
6_report  M3[3]  z[7]        0.24                          6
## report_power, final
group / leakage, uW / internal, uW / switching [uW]
sequential: 0.000311 / 708 / 32.5
combinational: 0.000356 / 117 / 93.2
clock: 0.0000581 / 322 / 218
total: 0.000725 / 1150 / 344
## cell usage after synthesis
library cell,count
and2_1,16
a2111o_1,1
fa_1,6
buf_2,2
a211oi_1,2
nor2_1,14
nand2_1,7
xnor2_1,1
a21oi_1,6
ha_1,7
dfxtp_1,19
nand2_2,1
or3_1,1
buf_4,1
a21o_1,2
o221ai_1,1
edfxtp_1,16
inv_1,1
mux2i_1,11
buf_6,1
Power is estimated from default activity; no workload was simulated.
