<file path="flow/config.mk">
export PLATFORM = sky130hd
export DESIGN_NAME = lab5
export DESIGN_NICKNAME = lab5
export VERILOG_FILES = /design/flow/design.v
export SDC_FILE = /design/flow/constraint.sdc
export NUM_CORES = 4
export LEC_CHECK = 1
export CORE_UTILIZATION = 30
</file>
<file path="flow/constraint.sdc">
current_design lab5

set clk_period 3.2
set clk_io_pct 0.2

create_clock -name clk0 -period $clk_period [get_ports {clk}]

set non_clock_inputs [all_inputs -no_clocks]
set_input_delay [expr $clk_period * $clk_io_pct] -clock clk0 $non_clock_inputs
set_output_delay [expr $clk_period * $clk_io_pct] -clock clk0 [all_outputs]
</file>
<file path="flow/design.v">
module lab5(write_select,Cin,enable,clk,reset,A_select,B_select,S,H_select,M_select,out,Cout);
input [1:0]write_select,A_select,B_select,H_select;
input clk,reset,enable,Cin,M_select;
input [2:0]S;
output [3:0]out;
output Cout;
wire [3:0]d_data;
wire [3:0]out_shift;
wire [3:0]out_reg1,out_reg2;
reg [3:0]choose;
wire [3:0]o1,o2;
assign d_data = out;
reg_file re1(write_select,clk,reset,enable,d_data,A_select,B_select,out_reg1,out_reg2);
function_unit f1(out_reg1,out_reg2,S,H_select,M_select,Cin,clk,out_shift,Cout,reset);
assign out = out_shift;
endmodule
module reg_file(write_select,clk,reset,enable,d_data,A_select,B_select,out_reg1,out_reg2);
input [1:0]write_select,A_select,B_select;
input clk,reset,enable;
input [3:0]d_data;
output reg [3:0]out_reg1,out_reg2;
reg f;
reg [3:0]R0,R1,R2,R3;
always@(negedge clk )
begin
	if(reset)
	begin
		R0 = 4'b1010;
		R1 = 4'b0110;
		R2 = 4'b1001;
		R3 = 4'b1110;
	end
	else
	begin
		if(enable)
		begin
			case(write_select)
				2'b00:R0 = d_data;
				2'b01:R1 = d_data;
				2'b10:R2 = d_data;
				2'b11:R3 = d_data;
			endcase
		end
		case(A_select)
			2'b00:out_reg1 = R0;
			2'b01:out_reg1 = R1;
			2'b10:out_reg1 = R2;
			2'b11:out_reg1 = R3;
		endcase
		case(B_select)
			2'b00:out_reg2 = R0;
			2'b01:out_reg2 = R1;
			2'b10:out_reg2 = R2;
			2'b11:out_reg2 = R3;
		endcase
	end
end
endmodule
module function_unit(A,B,S,H_select,MF_select,Cin,clk,G,Cout,reset);
input [3:0]A,B;
input [2:0]S;
input [1:0]H_select;
input MF_select,Cin,clk,reset;
output reg Cout;
output reg [3:0]G;
wire carryout;
wire [3:0]o1,o2;
shifter sh1(A,H_select,clk,o2);
ALU al1(A,B,S,Cin,clk,o1,carryout);
always@(posedge clk )
begin
if(reset)
	begin
		G = 0;
		Cout = carryout;
	end
else if(MF_select == 0 )
	begin 
		G = o1;
		Cout = carryout;
	end
else if(MF_select == 1)
	begin
		G = o2;
		Cout = 0;
	end
end
endmodule
module ALU(A,B,S,Cin,clk,g,cout);
input [3:0]A,B;
input [2:0]S;
input Cin,clk;
wire [3:0]data;
wire [3:0]carryout;
reg [3:0]c0,c1,c2,c3;
output reg [3:0]g;
output reg cout;
task adder;
input a,b,carryin;
input [1:0]s0;
reg y;
reg [1:0]ans;
output z,c;
begin
	case(s0)
		2'b00: y = 0;
		2'b01: y = b;
		2'b10: y = (~b);
		2'b11: y = 1;
	endcase
	ans = a + y + carryin;
	c = ans[1];
	z = ans[0];
end
endtask
always@( S or A or B)
begin
	c0 = A & B;
	c1 = A | B;
	c2 = A ^ B;
	c3 = ~A;
	adder(A[0],B[0],Cin,S[1:0],data[0],carryout[0]);
	adder(A[1],B[1],carryout[0],S[1:0],data[1],carryout[1]);
	adder(A[2],B[2],carryout[1],S[1:0],data[2],carryout[2]);
	adder(A[3],B[3],carryout[2],S[1:0],data[3],carryout[3]);
	cout = carryout[3];
	if(S[2] == 0)
		begin
			g = data;
		end
	else if(S[2] == 1)
		begin
			case(S)
			3'd4: g = c0;
			3'd5: g = c1;
			3'd6: g = c2;
			3'd7: g = c3;
			endcase
		end
end
endmodule
module shifter(in,H_select,clk,out);
input [3:0]in;
input [1:0]H_select;
input clk;
output reg [3:0]out;
always@( in or H_select)
begin
	case(H_select)
		2'b00:out = in;
		2'b01:out = in>>1;
		2'b10:out = in<<1;
		2'b11:out = in;
	endcase
end
endmodule
</file>
<file path="flow/run.sh">
#!/bin/bash
# OpenROAD 26Q1-2900-gdf79404cd8, Yosys 0.63+post, stock flow scripts
make -C /OpenROAD-flow-scripts/flow DESIGN_CONFIG=/design/flow/config.mk WORK_HOME=/design/flow/orfs finish
</file>
==> flow_summary.toml <==
# synthesis and place-and-route metrics
[outcome]
status = "complete, but fails checks"
violations = "setup timing"

[clocking]
cts_buffers = 5
cts_tree = "built"
root_buffer = "clkbuf_8"
cts_buffer_depth = 2
clkTransAtPathRegs_ps = 70
clock_latency_ps = 340
h-tree-depth = 2

[sta]
rsz0062_at_grt = "yes"
finalHoldViolations = 0
setup_viol = 13
final.setup_skew_ps = 59.9
postLayoutSetupSlackWorst_ps = -1320
untimed_endpoints = 4
maxSlewViolCount = 0
unclocked_regs = 4

[setup_path]
cp.required_ps = 3380
critical_path_class = "reg2reg"
crit_path_end_kind = "flip-flop"
arrival_ps = 4700
critPathMaxFanout = 3
startpoint_type = "flip-flop"

[power_and_ir_drop]
vdd_drop_max_uv = 189
power_leakage_nw = 1.15
power_density_mw_per_mm2 = 422
power.total_mw = 1.05

[logic_synthesis]
edf_count = 8
numSynthFlops = 33
async_flop_share_pct = 0
yosys-top-cells-count = "21 x dfxtp_1, 20 x inv_1, 18 x mux2_2"
syn_area_per_cell_sq_um = 12.3
synthTopCellsByArea = "dfxtp_1 23%, edfxtp_1 13%, mux4_1 12%"
synthCells = 148
synth.top_cell.area_share_pct = 23.1
yosysCellCount = 148
ff_type = "dfxtp_1"
ys_sh_simple_pct = 9.54
synth_top_cell_by_count = "dfxtp_1"
mux_share_pct = 29.2
largest_area_cell = "dfxtp_1"
syn_area_sq_mm = 0.00182
ys_sh_aoi_pct = 5.28
ys_chip_area_sq_mm = 0.00182
top_logic_kind = "multiplexers"
ys_types = 27
xor_share_pct = 0
synthAdderAreaFrac_pct = 11.3
synth_warnings = 4

[route]
wl_per_cell_um = 11.6
drt_iter0_drc = 24
postRouteAntennaNets = 0
vias_per_cell = 4.45
post-route-drc-count = 0
antennaDiodeCount = 0
postRouteWirelength_um = 3370
drt_pre_antenna_iters = 4
vias = 1299

[floorplanning]
rows = 28
die_h_um = 80.0
dieArea_sq_mm = 0.00639
num_io_pins = 21
initCoreUtil_pct = 31.0
fp.coreArea_sq_mm = 0.00589
die_w_um = 80.0

[grt]
antenna_found_initial = 0
grt_pass1_wl_um = 5860
grt_remaining_overflow = 0
grt_max_degree = 26
globalRouteTotalUtil_pct = 12.3
grt_pass1_vias = 1329

[finish]
area_delta_synth_final_pct = 36.7
logic_area_sq_mm = 0.00104
ff_latch_area_sq_um = 722
fillers = 561
post-route-util_pct = 42.3
drive_gt1_share_pct = 30.9

[placed_design]
gp_congestion = 0.837
io_buffers = 20
dp_hpwl_um = 2560

[flow_run]
maxCapViolCount = 0
warnings = 57

[hold_path]
hold_path.class = "reg2reg"
==> worst max-delay path, cell delays in order, from the launching register on <==
cell	delay, ps
edfxtp_1	430
mux2i_1	160
fa_2	350
fa_2	340
inv_2	70
fa_1	170
inv_1	50
fa_1	490
nor2_1	40
a21o_1	150
dlxtn_1	210
nor2b_1	110
a31oi_1	140
nor2_1	50
==> what timing repair did <==
action / 4_1_cts / 5_1_grt
gates resized: 27 / 1
pin swaps: 3 / 0
hold buffers: 0 / 0
setup buffers: 3 / 0
setup endpoints to repair: 29 / 13
==> per-stage QoR <==
step | setup slack, ps | cells | hold WS, ps | area (sq um) | setup TNS, ps
CTS | -1350 | 292 | 563 | 2490 | -5250
global placement | -1310 | 259 | 549 | 2250 | -20010
finish | -1320 | 292 | 561 | 2490 | -5220
global route | -1460 | 292 | 585 | 2490 | -5850
detailed placement | -1300 | 259 | 549 | 2250 | -20360
floorplan | -1170 | 151 | 532 | 1840 | -6020
==> layout make-up <==
class / instances / area share [%]
sequential: 33 / 29.0
multi-input combinational: 94 / 41.9
inverter: 19 / 2.86
tap: 75 / 3.77
timing repair buffer: 40 / 15.5
clock buffer: 5 / 2.76
clock inverter: 26 / 4.27
==> metal layers <==
| metal | up-vias | share of wire (%) | global-route usage (%) |
|---|---|---|---|
| li1 | 654 | - | - |
| met1 | 608 | 46 | 16.7 |
| met2 | 32 | 47 | 19.8 |
| met3 | 5 | 5.1 | 3.48 |
| met4 | 0 | 1.5 | 3.39 |
| met5 | - | 0 | 0 |
==> cell families after synthesis <==
family | Yosys count
AND-OR/OR-AND | 13
adder cells (fa/ha/maj) | 14
buffers and inverters | 24
flip-flops | 29
latches | 4
multiplexers | 33
other | 1
AND/OR/NAND/NOR | 30
==> cells in the final DEF, fill, tap and decap left out, types with 2 or more instances in the layout <==
cell type / netlist / routed
inv_1: 20 / 41
dfxtp_1: 21 / 21
clkdlybuf4s50_1: 0 / 17
buf_4: 0 / 16
mux4_2: 4 / 12
nand2b_1: 11 / 11
mux2_2: 18 / 10
ha_1: 10 / 10
mux2_4: 0 / 8
edfxtp_1: 8 / 8
and2_1: 7 / 7
nor2_1: 5 / 5
clkbuf_8: 0 / 5
conb_1: 1 / 4
buf_6: 0 / 4
mux2i_1: 3 / 3
a21o_1: 3 / 3
a21oi_1: 3 / 3
dlxtn_1: 4 / 3
nand3b_1: 2 / 2
inv_2: 0 / 2
a221o_1: 2 / 2
o211ai_1: 2 / 2
fa_1: 4 / 2
fa_2: 0 / 2
buf_8: 0 / 2
==> power by group <==
| part | total (mW) | switching [mW] | internal, mW | leakage [nW] |
|---|---|---|---|---|
| clock | 0.399 | 0.210 | 0.189 | 0.168 |
| combinational | 0.217 | 0.0814 | 0.136 | 0.704 |
| sequential | 0.436 | 0.0190 | 0.417 | 0.283 |
| total | 1.05 | 0.311 | 0.742 | 1.15 |
==> sequential cells by signal (all words and copies together), names as in the netlist <==
name          count
re1.out_reg1      4
f1.al1.g          4
re1.R3            4
f1.Cout           1
re1.R1            4
re1.R2            4
f1.G              4
re1.R0            4
re1.out_reg2      4
==> final timing paths <==
kind / end / from / cells past startpoint / slack, ps
worst min register to register: re1.R0[1] / re1.R0[1] / 2 / 560
worst max-delay path: f1.G[3] / re1.out_reg2[0] / 13 / -1320
worst max register to register: f1.G[3] / re1.out_reg2[0] / 13 / -1320
worst min-delay path: re1.R0[1] / re1.R0[1] / 2 / 560
Power is estimated from default activity; no workload was simulated.
